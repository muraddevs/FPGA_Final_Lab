**design/flow/design.v**
```verilog
`timescale 1ns/1ps
module btn_debounce_pulse #(
    parameter integer CLK_HZ = 50_000_000,
    parameter integer DEBOUNCE_MS = 10
)(
    input  wire clk,            
    input  wire btn_raw_n,       
    output wire press_pulse,     
    output wire btn_stable       
);
    wire btn_raw = ~btn_raw_n;
    reg sync_ff1 = 0, sync_ff2 = 0;
    always @(posedge clk) begin
        sync_ff1 <= btn_raw;
        sync_ff2 <= sync_ff1;
    end
    localparam integer DEBOUNCE_CNT_MAX =
        (CLK_HZ / 1000) * DEBOUNCE_MS;
    reg [$clog2(DEBOUNCE_CNT_MAX+1)-1:0] debounce_cnt = 0;
    reg btn_filtered = 0;    
    reg sync_prev   = 0;    
    always @(posedge clk) begin
        if (sync_ff2 != sync_prev) begin
            sync_prev   <= sync_ff2;
            debounce_cnt <= 0;
        end else begin
            if (debounce_cnt < DEBOUNCE_CNT_MAX)
                debounce_cnt <= debounce_cnt + 1;
            else
                btn_filtered <= sync_prev;
        end
    end
    assign btn_stable = btn_filtered;
    reg btn_filtered_d = 0;
    always @(posedge clk)
        btn_filtered_d <= btn_filtered;
    assign press_pulse = btn_filtered & ~btn_filtered_d;
endmodule
`timescale 1ns/1ps
module vending_machine(
    input  wire clk,             
    input  wire resetBtn_n,       
    input  wire nickelBtn_n,      
    input  wire dimeBtn_n,        
    input  wire quarterBtn_n,     
    output reg  dispenseLed,      
    output reg  changeLed,        
    output reg  [6:0] segOut,     
    output reg  [5:0] digitSel    
);
    localparam [6:0] itemPrice = 7'd40;
    wire resetPulse, resetLevel;
    wire nickelPulse, dimePulse, quarterPulse;
    wire nickelLevel, dimeLevel, quarterLevel;
    btn_debounce_pulse #(.CLK_HZ(50_000_000), .DEBOUNCE_MS(10)) debounceReset (
        .clk(clk),
        .btn_raw_n(resetBtn_n),
        .press_pulse(resetPulse),
        .btn_stable(resetLevel)
    );
    btn_debounce_pulse #(.CLK_HZ(50_000_000), .DEBOUNCE_MS(10)) debounceNickel (
        .clk(clk),
        .btn_raw_n(nickelBtn_n),
        .press_pulse(nickelPulse),
        .btn_stable(nickelLevel)
    );
    btn_debounce_pulse #(.CLK_HZ(50_000_000), .DEBOUNCE_MS(10)) debounceDime (
        .clk(clk),
        .btn_raw_n(dimeBtn_n),
        .press_pulse(dimePulse),
        .btn_stable(dimeLevel)
    );
    btn_debounce_pulse #(.CLK_HZ(50_000_000), .DEBOUNCE_MS(10)) debounceQuarter (
        .clk(clk),
        .btn_raw_n(quarterBtn_n),
        .press_pulse(quarterPulse),
        .btn_stable(quarterLevel)
    );
    function [6:0] sevenSegDecode;
        input [3:0] digitValue;
        begin
            case (digitValue)
                4'd0: sevenSegDecode = 7'b1000000;
                4'd1: sevenSegDecode = 7'b1111001;
                4'd2: sevenSegDecode = 7'b0100100;
                4'd3: sevenSegDecode = 7'b0110000;
                4'd4: sevenSegDecode = 7'b0011001;
                4'd5: sevenSegDecode = 7'b0010010;
                4'd6: sevenSegDecode = 7'b0000010;
                4'd7: sevenSegDecode = 7'b1111000;
                4'd8: sevenSegDecode = 7'b0000000;
                4'd9: sevenSegDecode = 7'b0010000;
                default: sevenSegDecode = 7'b1111111;  
            endcase
        end
    endfunction
    reg [6:0] totalCents = 0;
    wire enableLogic = 1'b1;
    always @(posedge clk) begin
        if (resetLevel) begin
            totalCents <= 7'd0;
        end else if (enableLogic) begin
            if      (nickelPulse)  totalCents <= totalCents + 7'd5;
            else if (dimePulse)    totalCents <= totalCents + 7'd10;
            else if (quarterPulse) totalCents <= totalCents + 7'd25;
            else                   totalCents <= totalCents;
        end
    end
    wire [6:0] displayValue =
        (totalCents >= itemPrice) ? (totalCents - itemPrice) : totalCents;
    wire [3:0] onesDigit = displayValue % 10;
    wire [3:0] tensDigit = displayValue / 10;
    reg [15:0] muxCounter = 0;
    reg activeDigit = 0;
    always @(posedge clk) begin
        muxCounter <= muxCounter + 1;
        if (muxCounter == 16'd25000) begin
            muxCounter <= 0;
            activeDigit <= ~activeDigit;
        end
    end
    always @(*) begin
        dispenseLed = 1'b0;
        changeLed   = 1'b0;
        if (!resetLevel && totalCents >= itemPrice) begin
            dispenseLed = 1'b1;
            changeLed   = (totalCents > itemPrice);
        end
        segOut   = 7'b1111111;
        digitSel = 6'b111111;
        if (resetLevel) begin
            if (!activeDigit) begin
                digitSel = 6'b011111;  
                segOut   = sevenSegDecode(4'd0);
            end else begin
                digitSel = 6'b101111;  
                segOut   = sevenSegDecode(4'd0);
            end
        end else begin
            if (!activeDigit) begin
                digitSel = 6'b011111;  
                segOut   = sevenSegDecode(onesDigit);
            end else begin
                digitSel = 6'b101111;  
                segOut   = sevenSegDecode(tensDigit);
            end
        end
    end
endmodule
```
**design/flow/run.sh**
```bash
#!/bin/bash
# OpenROAD 26Q1-2900-gdf79404cd8, Yosys 0.63+post, stock flow scripts
make -C /OpenROAD-flow-scripts/flow DESIGN_CONFIG=/design/flow/config.mk WORK_HOME=/design/flow/orfs finish
```
**design/flow/config.mk**
```make
export PLATFORM = sky130hd
export DESIGN_NAME = vending_machine
export DESIGN_NICKNAME = vending_machine
export VERILOG_FILES = /design/flow/design.v
export SDC_FILE = /design/flow/constraint.sdc
export NUM_CORES = 4
export LEC_CHECK = 1
export CORE_UTILIZATION = 30
```
**design/flow/constraint.sdc**
```tcl
current_design vending_machine

set clk_period 8.1
set clk_io_pct 0.2

create_clock -name clk0 -period $clk_period [get_ports {clk}]

set non_clock_inputs [all_inputs -no_clocks]
set_input_delay [expr $clk_period * $clk_io_pct] -clock clk0 $non_clock_inputs
set_output_delay [expr $clk_period * $clk_io_pct] -clock clk0 [all_outputs]
```
==> impl_metrics.env <==
# flow metrics
export IMPL_hpwl_um=10600
export IMPL_numSynthFlops=119
export IMPL_synth_edff_count=9
export IMPL_fp_dieW_um=155
export IMPL_first_pass_iters=5
export IMPL_cts_buffer_depth=2
export IMPL_routedWlPerCell_um=12.7
export IMPL_ys_seq_share=0.351
export IMPL_status="complete, no violations"
export IMPL_slowest_stage="clkdlybuf4s50_1"
export IMPL_post_route_drc_count=0
export IMPL_tritoncts="built"
export IMPL_relSlewSlack=0.454
export IMPL_mi_logic_area_mm2=0.00430
export IMPL_reg2reg_from="debounceDime.debounce_cnt[9]"
export IMPL_hold_viol=0
export IMPL_swShare=0.212
export IMPL_r2r_slack_ns=5.67
export IMPL_port_buffers=15
export IMPL_seq_power_share=0.446
export IMPL_reg2reg_depth=6
export IMPL_cap_violations=0
export IMPL_routed_wl_um=15000
export IMPL_clock_skew_ns=0.00541
export IMPL_fp_util=0.308
export IMPL_cp_start_kind="flip-flop"
export IMPL_chipArea_mm2=0.0241
export IMPL_top_area_frac=0.313
export IMPL_hold_buffers=0
export IMPL_tightest_slew_ns=0.817
export IMPL_min_period_over_period=0.918
export IMPL_grt_total_usage=0.130
export IMPL_p_int_w=0.00111
export IMPL_drive_above_1_share=0.0957
export IMPL_cpPeakStageDelay_ns=0.51
export IMPL_grt_pass1_vias=5445
export IMPL_post_cts_resized=0
export IMPL_cp_startpoint="totalCents[4]"
export IMPL_yosys_area_mm2=0.00704
export IMPL_clock_fmax_ghz=0.135
export IMPL_die_h_um=155
export IMPL_synthArstFlopShare=0
export IMPL_gp_routability_congestion=0.933
export IMPL_antenna_found_initial=0
export IMPL_hold_path_end="debounceReset.sync_ff2"
export IMPL_comb_power_share=0.043
export IMPL_grt_pass1_wl_um=26000
export IMPL_gr_total_overflow=0
export IMPL_post_cts_buffers=0
export IMPL_tns_ns=0
export IMPL_coreArea_mm2=0.0228
export IMPL_end_kind="output port"
export IMPL_io_pins=20
export IMPL_ir_worst_vdd_mv=0.142
export IMPL_n_fill_cell=2332
export IMPL_dr_total_vias=5858
export IMPL_syn_cell_area_mm2=0.00704
export IMPL_worstSetupPathType="flip-flop to output port"
export IMPL_warnings=45
export IMPL_leakagePower_nw=3.05
export IMPL_final_core_util=0.357
export IMPL_hp_start="debounceReset.sync_ff1"
export IMPL_rsz0062_at_grt="false"
export IMPL_htreeDepth=4
export IMPL_slew_viol_final=0
export IMPL_path_max_fanout=11
export IMPL_ys_types=91
export IMPL_via_per_inst=4.96
export IMPL_grt_max_degree=21
export IMPL_required_ns=6.48
export IMPL_num_rows=55
export IMPL_root_buffer="clkbuf_16"
export IMPL_path_cells="inv_1 > ha_2 > nor4_2 > o21ai_2 > inv_2 > ha_1 > nand2b_1 > nor3_1 > o21ai_0 > a32o_1 > and3_1 > o21bai_2 > o21ai_4 > and3_1 > o21ai_2 > xnor2_2 > ha_1 > nor2_1 > a211oi_1 > a211oi_1 > nand4_1 > a221oi_1 > clkdlybuf4s50_1"
export IMPL_top_cells_by_area="dfxtp_1 (31%), xor2_1 (6.5%), nor2_1 (5.6%), ha_1 (5.5%), xnor2_1 (4.1%)"
export IMPL_insertion_delay_ns=0.41
export IMPL_clkTransAtPathRegs_ns=0.05
export IMPL_avgSynthCellArea_um2=8.49
export IMPL_top_cells_by_count="dfxtp_1 (110), nor2_1 (106), nand2_1 (65), xor2_1 (52), a21oi_1 (50)"
export IMPL_drt_iter0_drc=256
export IMPL_hold_class="flip-flop to flip-flop"
export IMPL_synth_area_leader_cell="dfxtp_1"
export IMPL_synth_main_ff_cell="dfxtp_1"
export IMPL_power_share_clock=0.511
export IMPL_cts_buffers=17
export IMPL_synthCells=830
export IMPL_p_switching_w=0.000299
export IMPL_yosysWarnings=2
export IMPL_clock_sinks=119
export IMPL_synth_top_cell_by_count="dfxtp_1"
export IMPL_syn2layout_area_growth_pct=15.7
export IMPL_ant_nets=0
export IMPL_setup_viol=0
export IMPL_ys_cells=830
export IMPL_period_minus_slack_ns=7.43
export IMPL_cp_arrival_ns=5.81
export IMPL_n_antenna_cell=0
export IMPL_final_seq_area_mm2=0.00247
export IMPL_power_density_mw_per_mm2=174
export IMPL_r2r_end="debounceDime.debounce_cnt[12]"
export IMPL_holdPathStages=0
placed cells by master, fill, tap and decap left out, types with 22 or more instances in the layout:
cell     count
dfxtp_1    110
nor2_1     106
nand2_1     65
xor2_1      52
a21oi_1     50
nand3_1     38
xnor2_1     32
ha_1        30
o21ai_0     25
buf_4       23
and3_1      22
worst max-delay path: cells and delay by family, from the launching register on:
family                     cells  cell delay [ns]
adders and majority gates      3             1.06
AOI/OAI and AO/OA              9             1.86
DFF                            1             0.30
xor gates and xnor gates       1             0.19
buffers and inverters          3             0.79
and+or+nand+nor                7             1.19
through the flow:
step | setup WS, ns | area [um^2] | power, W | hold WS (ns) | instances
2_1_floorplan | 1.47 | 7050 | 0.000686 | 0.310 | 833
6_report | 0.666 | 8150 | 0.00141 | 0.329 | 1180
4_1_cts | 0.164 | 8130 | 0.00143 | 0.332 | 1180
3_3_place_gp | 0.685 | 7560 | 0.000702 | 0.311 | 1148
3_5_place_dp | 0.602 | 7560 | 0.000704 | 0.315 | 1148
5_1_grt | 0.188 | 8150 | 0.00147 | 0.334 | 1180
flip-flops by register name, summed over array words and instances (netlist names), 7 cells and up:
signal,cells
debounceDime.debounce_cnt,19
muxCounter,16
totalCents,7
debounceReset.debounce_cnt,19
debounceNickel.debounce_cnt,19
debounceQuarter.debounce_cnt,19
layout make-up:
cell class / count / area share
Clock buffer: 20 / 0.0536
Clock inverter: 12 / 0.0164
Inverter: 24 / 0.0111
Multi-Input combinational cell: 654 / 0.528
Sequential cell: 119 / 0.303
Tap cell: 313 / 0.0481
Timing Repair Buffer: 38 / 0.0396
kinds of logic (layout without fill, tap and decap cells):
group,after synthesis,count (layout),synth area share
simple gates,342,342,0.243
compound gates,185,185,0.192
xor+xnor,85,85,0.106
other cells,1,4,0.000532
flops,119,119,0.351
buf+inv,60,94,0.0423
mux,7,7,0.0101
fa+ha+maj,31,31,0.0551
worst max-delay path by stage:
stage      endpoint  slack [ns]  cells past startpoint
4_1_cts   segOut[3]        0.16                     21
6_report  segOut[3]        0.67                     23
5_1_grt   segOut[3]        0.19                     22
layer usage:
metal  global-route usage  share of wire
met1                0.199           0.51
met2                0.201           0.43
met3               0.0165          0.042
met4               0.0238          0.018
met5                    0              0
power by group through the flow:
| stage | sequential, W | clock [W] | combinational [W] |
|---|---|---|---|
| final | 0.000630 | 0.000723 | 0.0000607 |
| after global routing | 0.000633 | 0.000766 | 0.0000705 |
| after CTS | 0.000630 | 0.000738 | 0.0000619 |
Power is estimated from default activity; no workload was simulated.
